==> design.v <==
module shifter
#(parameter DATA_WIDTH = 32)
(
input logic[DATA_WIDTH-1:0]             shift_in_i,      
input logic[$clog2(DATA_WIDTH)-1:0]     shift_amount_i,  
input logic                             arith_shift_i,   
input logic                             left_shift_i,   
output logic[DATA_WIDTH-1:0]            shift_out_o    
);
localparam XMSB = DATA_WIDTH-1;
logic[2*(DATA_WIDTH-1):0]       wider_shift_input;  
logic[2*(DATA_WIDTH-1):0]       tmp_shift_output; 
logic[$clog2(DATA_WIDTH)-1:0]   adj_shift_amount;
logic                           sign_bit;
logic[DATA_WIDTH-2:0]           zero_vec;
assign zero_vec = {XMSB{1'b0}};
assign sign_bit = shift_in_i[XMSB] & arith_shift_i;  
always_comb  
    if(left_shift_i)    wider_shift_input = {shift_in_i, zero_vec};
    else                wider_shift_input = {{XMSB{sign_bit}}, shift_in_i};
assign adj_shift_amount = left_shift_i ? ~shift_amount_i : shift_amount_i; 
assign tmp_shift_output = wider_shift_input >> adj_shift_amount;
assign shift_out_o = tmp_shift_output[DATA_WIDTH-1:0];    
endmodule
==> run.sh <==
#!/bin/bash
# OpenROAD 26Q1-2900-gdf79404cd8, Yosys 0.63+post, stock flow scripts
make -C /OpenROAD-flow-scripts/flow DESIGN_CONFIG=/design/flow/config.mk WORK_HOME=/design/flow/orfs finish
==> config.mk <==
export PLATFORM = sky130hd
export DESIGN_NAME = shifter
export DESIGN_NICKNAME = shifter
export VERILOG_FILES = /design/flow/design.v
export SDC_FILE = /design/flow/constraint.sdc
export NUM_CORES = 4
export LEC_CHECK = 1
export CORE_UTILIZATION = 50
==> constraint.sdc <==
current_design shifter

set clk_period 9.0
set clk_io_pct 0.2

create_clock -name clk0 -period $clk_period

set non_clock_inputs [all_inputs -no_clocks]
set_input_delay [expr $clk_period * $clk_io_pct] -clock clk0 $non_clock_inputs
set_output_delay [expr $clk_period * $clk_io_pct] -clock clk0 [all_outputs]
==> metrics.log <==
[report] implementation figures
[metrics] maximum resistive drop on vdd: 0.0448 mV
[metrics] number of warning messages in the logs: 33
[metrics] # Cells Yosys: 534
[metrics] Max Fclk: 147 MHz
[metrics] Flops: 0
[metrics] power density over the cells: 68.0 mW/mm2
[metrics] post-cts gate resize count: 0
[metrics] final setup violating endpoints: 0
[metrics] warning count from the yosys run: 1
[metrics] diodes inserted: 0
[metrics] post-synthesis to final-layout area growth: 13.1%
[metrics] path type of the worst min-delay path: in2out
[metrics] Final Critical Period: slightly below 7 ns
[metrics] number of buffers inserted to repair setup after CTS: 0
[metrics] post-synthesis cell area: approximately 0.004 mm2
[metrics] share of the core filled by cells before placement: 51.7%
[metrics] Post-Synthesis Cells: 534
[metrics] required time of the worst setup path: 7.20 ns
[metrics] height of the chip: between 90 and 100 um
[metrics] GRT Residual Overflow: 0
[metrics] length of the first detailed-routing pass in iterations: 5
[metrics] Port-buffer cells: between 70 and 80
[metrics] Yosys Chip Area: between 0.003 and 0.004 mm2
[metrics] Setup TNS: 0 ns
[metrics] outcome: completed
[metrics] Post-Place Cells: 656
[metrics] average wire length per cell after detail routing: between 20 and 25 um
[metrics] storage element area: 0 um2
[metrics] Critical Path Start Type: input pin
[metrics] max_cap viols: 0
[metrics] slowest cell on the critical path: buf_4
[metrics] ratio of cells with drive above 1 in the final layout: 12.6%
[metrics] hpwl dp: 11,800 um
[metrics] Final Hold Violating Endpoints: 0
[metrics] horizontal die dimension: between 90 and 100 um
[metrics] pin count of the biggest net entering global routing: 72
[metrics] DR DRC count: 0
[metrics] Iteration-0 DRC Markers: roughly 400
[metrics] worst-path fanout max: 69
[metrics] site row count: 32
[metrics] type of the setup path with the least slack: in2out
[metrics] core region area: around 0.0077 mm2
[metrics] number of filler instances in the final layout: 750
[metrics] Post-Syn Area per Cell: 7.44 um2
[metrics] clock buffer instance count of the final layout: 0
[metrics] register share after synthesis: 0%
[metrics] post-route non-filler standard cell count: 656
[metrics] HP Start: left_shift_i
[metrics] Boundary Pins: between 70 and 80
[metrics] Crit. End Element: primary output
[metrics] endpoint of the worst hold-timing path: shift_out_o[30]
[metrics] overall fraction of global-route tracks in use: 38.4%
[metrics] number of antenna-violating nets in the routed design: 0
[metrics] post-layout period usage of the worst path: 75.8%
[metrics] initial antenna violation count: 0
[metrics] setup repair after global routing missed its margin: false
[metrics] normalized max-slew margin: between 40% and 50%
[metrics] number of distinct standard cells referenced by the synthesized netlist: ~74
[metrics] total area of multi-input combinational cells: 0.00359 mm2
[metrics] leakage power total: around 1.7 nW
[metrics] overall via count from detail_route: 4,652
[metrics] max-slew violation count: 0
[metrics] ordered list of cells on the worst path: buf_2 > buf_4 > inv_1 > a21oi_1 > a2bb2oi_1 > mux2i_1 > o21ai_0 > or3b_1 > clkdlybuf4s50_1
[metrics] vias per std cell: ~7.1
[metrics] hold path depth: 5
[metrics] vias in the first global route: around 4,200
[metrics] worst-margin pin slew: 0.838 ns
[metrics] Tot Pwr: 0.000305 W
[metrics] final estimated routing congestion in global placement: 1.05
[metrics] Arr. time, crit path: 5.02 ns
[metrics] final wirelength: ~15,000 um
[metrics] Hold-fix buffers, CTS: 0
[metrics] die area: about 0.0083 mm2
[metrics] wire length of the first global-routing pass: 24,200 um
[metrics] CP max stage delay: between 0.6 and 0.7 ns
==> kinds of logic (layout without fill, tap and decap cells) <==
kind of cell	after synthesis	in the layout	synth area share [%]
buf+inv	64	84	9.58
compound gates	192	192	33.9
xor+xnor	3	3	0.662
simple gates	167	167	19.8
mux	108	108	36.1
==> metal layers <==
metal	wire length (um)	GRT usage [%]	share of wire, %
met4	651	12.6	4.2
met5	0	0	0
met2	6740	57.1	44
met3	1780	8.76	11
met1	6320	55.8	41
==> per-stage QoR <==
step / utilization (%) / hold WS, ns / setup WS (ns) / area (um2)
2_1_floorplan: - / 3.98 / 3.92 / 3970
3_3_place_gp: 58.4 / 4.70 / 2.23 / 4490
3_5_place_dp: 58.4 / 4.71 / 2.21 / 4490
4_1_cts: 58.4 / 4.71 / 2.21 / 4490
5_1_grt: 58.4 / 4.80 / 1.88 / 4490
6_report: 58.4 / 4.72 / 2.18 / 4490
==> worst max path at each step <==
| stage | from | endpoint | slack (ns) | cells after the start |
|---|---|---|---|---|
| global route | shift_amount_i[1] | shift_out_o[14] | 1.88 | 9 |
| CTS | shift_amount_i[0] | shift_out_o[14] | 2.21 | 8 |
| finish | shift_amount_i[1] | shift_out_o[14] | 2.18 | 9 |
==> cell usage in the layout (no fill, tap or decap), types with 6 or more instances in the layout <==
cell type,netlist,final
nor2b_1,12,12
mux2_2,20,20
o21ai_0,35,35
a21oi_1,41,41
clkdlybuf4s50_1,0,67
mux2i_1,63,63
a221oi_1,8,8
a22oi_1,6,6
nor2_1,44,44
o211ai_1,15,15
mux4_2,21,21
nand3_1,14,14
buf_4,6,9
nor3_1,10,10
a31oi_1,7,7
nand2_1,56,56
o22ai_1,17,17
nand2b_1,11,11
==> final cells by class <==
cell class / instances / area share [%]
well taps: 102 / 2.84
inverters: 5 / 0.418
multi-input cells: 470 / 80.0
repair buffers: 79 / 16.8
==> Yosys cell counts (14+ instances only) <==
cell / count / area share [%]
nor2_1: 44 / 4.2
mux4_2: 21 / 12
a21oi_1: 41 / 5.2
o21ai_0: 35 / 4.4
o22ai_1: 17 / 2.7
nand2_1: 56 / 5.3
mux2_2: 20 / 5.7
mux2i_1: 63 / 16
clkbuf_1: 26 / 2.5
o211ai_1: 15 / 2.8
nand3_1: 14 / 1.8
buf_2: 14 / 1.8
==> power breakdown <==
group	internal, W	switching (W)	total (W)
Clock	0	0	0
Sequential	0	0	0
Combinational	0.000141	0.000165	0.000305
Total	0.000141	0.000165	0.000305
==> worst max-delay path, delay by kind of cell <==
kind | cells | cell delay [ns]
mux | 1 | 0.13
compound gates | 3 | 0.82
buf+inv | 4 | 1.88
simple gates | 1 | 0.35
Power figures rest on the tool's default switching activity, not on a simulated workload.
