### flow/design.v
module any_edge_detection(  
	input clk,
	input [7:0] in,
	output reg [7:0] anyedge);
	reg [7:0] d_prev;	
	always @(posedge clk) begin
		d_prev <= in;			 
		anyedge <= in  ^ d_prev;	
	end
endmodule
### flow/run.sh
#!/bin/bash
# OpenROAD 26Q1-2900-gdf79404cd8, Yosys 0.63+post, stock flow scripts
make -C /OpenROAD-flow-scripts/flow DESIGN_CONFIG=/design/flow/config.mk WORK_HOME=/design/flow/orfs finish
### flow/config.mk
export PLATFORM = sky130hd
export DESIGN_NAME = any_edge_detection
export DESIGN_NICKNAME = any_edge_detection
export VERILOG_FILES = /design/flow/design.v
export SDC_FILE = /design/flow/constraint.sdc
export NUM_CORES = 4
export LEC_CHECK = 1
export CORE_AREA = 10 10 70 70
export DIE_AREA = 0 0 80 80
### flow/constraint.sdc
current_design any_edge_detection

set clk_period 1.0
set clk_io_pct 0.2

create_clock -name clk0 -period $clk_period [get_ports {clk}]

set non_clock_inputs [all_inputs -no_clocks]
set_input_delay [expr $clk_period * $clk_io_pct] -clock clk0 $non_clock_inputs
set_output_delay [expr $clk_period * $clk_io_pct] -clock clk0 [all_outputs]
==> summary.txt <==
Crit path buf inv count - 1
First-pass GRT wire length - 1.02 mm
CP startpoint - anyedge[7]$_DFF_P_
GRT Util Overall - 2.06%
Yosys chip area - 390 um2
Yosys warning tally - 1
Port bufs - 16
R2r startpoint - d_prev[7]$_DFF_P_
Setup_tns - 0 ns
Final WL - 667 um
Final period utilization - 95.4%
CP required - 0.80 ns
Iteration tally of the first detailed-router pass - 2
Final setup fails - 0
Layout area overhead - 59.9%
Endpoint kind of the worst setup timing path - output pin
FF+latch area - 324 um2
Max-Cap Viols - 0
Peak VDD IR - 0.250 mV
Relative slew slack - 92.8%
Worst Path Max Fanout - 1
Power share of the clock group - 28.8%
Mapped Area - 390 um2
FF+latch count, synth - 16
Largest net degree at the start of global routing - 9
Late-Pin Clk Latency - 0.27 ns
Synth top area cells - dfxtp_1 82%, xor2_1 18%
Num CTS Buffers - 3
Placed cells - 86
Initial antenna violation count - 0
HP Class - input pin to flip-flop
CTS clk-pin slew, worst paths - 0.08 ns
Filler instances - 373
Arr. time, crit path - 0.75 ns
Max stage delay on crit path - 0.31 ns
Pre-Place Util - 11.4%
Die Span X - 80 um
Combinational share of power - 8.4%
Logic area - 70.1 um2
Synth Seq Share - 82.1%
DR iter-0 viols - 7
Tool warnings - 25
Worst-path cell chain - clkdlybuf4s15_1
Commonest non-fill, non-tap cells in the layout - 13 x dfxtp_1, 8 x xor2_1, 8 x clkdlybuf4s50_1, 6 x clkdlybuf4s15_1
Crit path kind - flip-flop to output pin
Post-DRT Antenna Nets - 0
Slew Viols, Final - 0
F_max - 1050 MHz
Hold slack - 0.411 ns
Worst Hold Path EP - d_prev[3]$_DFF_P_
FP Rows - 21
Flop2flop setup slack - 0.43 ns
CP max-delay cell - dfxtp_1
Cell Int Power - 0.904 mW
Via density - 2.31
Post-route core utilization - 18.3%
IO Pins - 17
Routed vias - 206
Share of post-route cells with drive strength above 1 - 18.6%
Reg2reg end - anyedge[7]$_DFF_P_
CTS tree - yes
Final min period - 0.954 ns
Htree depth - 1
Status - completed
Die H - 80 um
HP Start - in[3]
Cell Type Count - 2
Clk_skew - 0.000119 ns
Number of clock sinks - 16
Post-DR wirelength/cell - 7.49 um
Static Leak - 0.250 nW
Vias in the first global route - 220
Finished Layout Cells - 89
Worst Tran Pin Value - 0.108 ns
DRC - 0
Crit path max-delay family - flip-flops
Root Buffer - clkbuf_4
Hold Fails Final Rpt - 0
N_diodes - 0
Commonest Layout Cell - dfxtp_1
P_sw - 0.218 mW
Die area - 6400 um2
Top cell area share - 82.1%
Mean Syn Cell Area - 16.3 um2
CTS Buffer Depth - 2
Worst reg2reg path depth - 1
GR Overflow Total - 0
Core outline area - 3420 um2
Pwr/cell area - 1800 nW/um2
Cell type with the largest total area - dfxtp_1
Cell count after synthesis - 24
Total power - 1.12 mW
Nature of the critical path startpoint - flip-flop
RD Place Congestion - 0.591
Ys cells - 24
Cells on Worst Hold Path - 1
Post-CTS Setup Bufs - 0
Sequential power share - 62.8%
RSZ-0062 raised after global routing - no
Switching share of power - 19.4%
-- synthesized netlist by cell type --
master	instances
dfxtp_1	16
xor2_1	8
-- power groups by stage --
stage         sequential, mW  combinational [mW]  clock (mW)
CTS                    0.703               0.102       0.344
finish                 0.704              0.0942       0.323
global route           0.710               0.105       0.365
-- worst max-delay path by stage --
stage,end,depth (start not counted)
after CTS,anyedge[5],1
after global routing,anyedge[6],1
final,anyedge[7],1
-- sequential cells by signal (all words and copies together) (netlist names) --
name	count
anyedge	8
d_prev	8
-- per-layer routing --
metal  vias to the layer above  global-route usage [%]  routed length (um)
met1                        85                    2.04                 250
met3                         0                    1.36                  81
met5                         -                       0                   0
li1                        115                       -                   -
met4                         0                   0.528                   0
met2                         6                    3.45                 335
-- through the flow --
stage               area, um2  worst slack (ns)
floorplan                 390             0.460
global placement          608            0.0360
detailed placement        608            0.0331
CTS                       631           0.00631
global route              624           0.00245
finish                    624            0.0464
-- repair_timing --
action	in CTS	in global routing
endpoints found under the setup margin	8	3
hold buffers	0	0
gates resized	16	5
pin swaps	0	0
-- cell type report --
type	count	share of cell area [%]
sequential	16	51.9
clock buffer	3	3.61
timing repair buffer	16	24.0
tap	46	9.22
multi-input combinational	8	11.2
-- logic make-up after synthesis --
| logic type | after synthesis | synth area share, % |
|---|---|---|
| xor+xnor | 8 | 17.9 |
| flops | 16 | 82.1 |
Power figures rest on the tool's default switching activity, not on a simulated workload.
