==> ./config.mk <==
export PLATFORM = sky130hd
export DESIGN_NAME = edge_detection
export DESIGN_NICKNAME = edge_detection
export VERILOG_FILES = /design/flow/design.v
export SDC_FILE = /design/flow/constraint.sdc
export NUM_CORES = 4
export LEC_CHECK = 1
export CORE_AREA = 10 10 70 70
export DIE_AREA = 0 0 80 80
==> ./constraint.sdc <==
current_design edge_detection

set clk_period 1.0
set clk_io_pct 0.2

create_clock -name clk0 -period $clk_period [get_ports {clk}]

set non_clock_inputs [all_inputs -no_clocks]
set_input_delay [expr $clk_period * $clk_io_pct] -clock clk0 $non_clock_inputs
set_output_delay [expr $clk_period * $clk_io_pct] -clock clk0 [all_outputs]
==> ./design.v <==
module edge_detection(  
	input clk,
	input [7:0] in,
	output reg [7:0] pedge);
	reg [7:0] d_prev;	
	always @(posedge clk) begin
		d_prev <= in;			 
		pedge <= in & ~d_prev;	 
	end
endmodule
==> ./run.sh <==
#!/bin/bash
# OpenROAD 26Q1-2900-gdf79404cd8, Yosys 0.63+post, stock flow scripts
make -C /OpenROAD-flow-scripts/flow DESIGN_CONFIG=/design/flow/config.mk WORK_HOME=/design/flow/orfs finish
==> results_slide.txt <==
Key Metrics from the Run

Outcome
  • Status: complete, no violations

Power and ir drop
  • Leakage: between 0.2 and 0.3 nW
  • Overall Power: 0.00108 W
  • Power Dens Cells: 1660 nW/um^2
  • Maximum vdd ir drop: around 330 uV

Global route
  • Routing usage on met1: under 10%
  • First-pass GRT wire length: 1060 microns
  • Top Usage Layer GRT: met2
  • Largest net degree at the start of global routing: 9
  • Grt met3 use: 2.61%
  • Tot GR Track Use: 2.20%
  • Vias in the first global route: 234
  • Initial antenna violation count: 0
  • Met2 usage: 2.89%
  • Grt ovf: 0

Timing
  • Final hold vios: 0
  • Clock skew: 0.000124 ns
  • Unrepaired setup endpoints after global routing: false
  • Max-slew headroom: 92.1%
  • F_max: between 1 and 1.5 GHz
  • Worst slew pin tran: 0.118 ns
  • Pins Over Slew Limit: 0
  • Fin crit period: between 0.9 and 1 ns
  • TNS Setup: 0 ns
  • Crit share post-route: around 94%
  • Final tally of setup violations: 0
  • Final WS setup: ~0.064 ns

Detailed routing
  • Wire length per cell: 7.71 microns
  • # diodes: 0
  • Post-Route WL: between 600 and 700 microns
  • DR pass1 iterations: 2
  • Starting DRC count in detailed routing: 1
  • Vias per cell: between 2 and 2.5
  • Detail Route Antenna Nets: 0
  • DR vias: 219
  • Post-route DRC violation count: 0

Floorplan
  • Rows: 21
  • IO Pins: 17
  • Core area: 3420 sq um
  • Die area: between 6000 and 7000 sq um
  • Die Height: roughly 80 microns
  • Die width: 80 microns
  • FP Util: 12.6%

Logic synthesis
  • Top cells by area: dfxtp_1 (74%), nor2b_4 (26%)
  • Cell type with the largest total area: dfxtp_1
  • Commonest flop: dfxtp_1
  • Post-synthesis cell type count: 2
  • Ys flops: 16
  • Yosys cell count: 24
  • Ys async rst share: 0%
  • EDFF count, synth: 0
  • Largest type area fraction: approximately three quarters
  • Mapped cell area: 430 sq um
  • Synth warn: 1
  • YS chip area: 430 sq um
  • Syn Area/Cell: 17.9 sq um
  • Post-Syn Instances: 24
  • Yosys top cell by instances: dfxtp_1
  • Top cells by count: dfxtp_1 (16), nor2b_4 (8)
  • Seq share, synth: between 70% and 80%

Critical path
  • CP required: approximately 0.80 ns
  • Worst setup SP type: register
  • Critical Setup Path Class: register to output port
  • Crit path DAT: 0.74 ns
  • Buf/Inv on CP: 1
  • Crit-path cells: clkdlybuf4s15_1
  • Critical Path Max Stage Delay: 0.31 ns
  • Critical path peak fanout: 1
  • Crit path max-delay cell type: dfxtp_1
  • Crit path capture type: output port
  • Top delay family on crit path: flip-flops

Run
  • Tool Warnings: 25
  • Max_cap viols: 0

Clocking
  • CTS root buf: clkbuf_4
  • Clk latency late pin: 0.28 ns
  • Clock sink count: 16
  • CTS tree: yes
  • Hold buffer count at CTS: 0
  • Postcts setup bufs: 0
  • CTS Buf Count: 3
  • Worst-path clk slew: 0.09 ns
  • Clock Tree Buf Depth: 2
  • CTS H-Tree Depth: 1

Finish
  • Layout cells sized above 1: 37.2%
  • Fillers: 375
  • P&R area growth vs syn: 51.5%

Placed design
  • Post-Place Setup Slack: 0.0427 ns
  • # port buffers: 16
  • Post-DP HPWL: 543 microns
  • Final Wtd Congestion: 0.705

Worst hold path
  • Worst min path class: input pin to register
what timing repair did:
item                       in CTS  in global routing
resized                        16                  5
pin swaps                       0                  0
setup endpoints to repair       8                  4
flip-flops by register name, summed over array words and instances, names as in the netlist:
name,flops
pedge,8
d_prev,8
logic make-up after synthesis:
logic type / share of synthesized area (%)
DFF: 74.4
and+or+nand+nor: 25.6
metrics by stage:
| step | instances | hold slack (ns) | util, % | cell area, sq um |
|---|---|---|---|---|
| global route | 89 | 0.372 | 19.1 | 652 |
| finish | 89 | 0.386 | 19.1 | 652 |
| floorplan | 24 | 0.228 | - | 430 |
| detailed placement | 86 | 0.425 | 19.0 | 648 |
| global placement | 86 | 0.425 | 19.0 | 648 |
| CTS | 89 | 0.366 | 19.6 | 671 |
layer usage:
metal  vias up  share of wire, %
li1        112                 -
met1        92                45
met2        13                33
met3         2                20
met4         0              0.73
met5         -                 0
final timing paths:
path	start	endpoint	slack (ns)	depth (start not counted)
min	in[2]	d_prev[2]$_DFF_P_	0.39	1
max reg2reg	d_prev[0]$_DFF_P_	pedge[0]$_DFF_P_	0.49	1
min reg2reg	d_prev[1]$_DFF_P_	pedge[1]$_DFF_P_	0.43	1
max	pedge[6]$_DFF_P_	pedge[6]	0.06	1
where the power goes:
group,internal (W),switching (W),leakage [nW],total (W)
sequential,0.000672,0.0000166,0.134,0.000688
combinational,0.0000667,0.0000129,0.125,0.0000796
clock,0.000139,0.000176,0.0138,0.000315
total,0.000878,0.000205,0.273,0.00108
cells in the final DEF (no fill, tap or decap):
| cell | instances |
|---|---|
| clkbuf_2 | 4 |
| clkbuf_4 | 3 |
| clkdlybuf4s15_1 | 4 |
| clkdlybuf4s50_1 | 8 |
| dfxtp_1 | 15 |
| dfxtp_2 | 1 |
| nor2b_4 | 8 |
final cells by class:
class	instances	area [sq um]	area share, %
well taps	46	57.6	8.83
multi-input cells	8	110	16.9
repair buffers	16	140	21.5
clock buffers	3	22.5	3.45
flip-flops and latches	16	322	49.3
Power is estimated from default activity; no workload was simulated.
